==> design/flow/design.v <==
module Digtal_Rx	(
	input 			Baud16X,							 
	input 			Rx,								 
	output			RD,								 
	output [7:0]	Data								 
);
	parameter Rx_Length = 8;						 
	reg 			Counter_EN = 1'B0;							 
	reg [7:0]	Counter = 8'D0;					 
	reg 			StopBit_Error = 1'B0;						 
	reg 			Receive_Complete = 1'B0;					 
	reg [7:0]	StartBit_Detection = 8'HFF;	 
	reg [7:0]	Data_Reg = 8'D0;					 
	reg [7:0] 	Digtal_DATA_Reg = 8'D0;			 
	always @(posedge Baud16X)	begin
		StartBit_Detection[7:1] = StartBit_Detection[6:0];
		StartBit_Detection[0] = Rx;
	end
	always @(posedge Baud16X)	begin
		if(Counter_EN == 1'B0)	begin
			Counter = 8'D0;
		end
		else	begin
			Counter = Counter + 1'B1;
		end
	end
	always @(posedge Baud16X)	begin
		if(StartBit_Detection == 8'B0000_0000)	begin				 
			Counter_EN = 1'B1;
		end
		if(Counter_EN == 1'B1)	begin
			if(Counter == 8'D1)	begin
				StopBit_Error = 		1'B0;		 
				Receive_Complete = 	1'B0;		 
			end
			else if(Counter == 8'D16)	begin
				Data_Reg[0] = Rx;
			end
			else if(Counter == 8'D32)	begin
				Data_Reg[1] = Rx;
			end
			else if(Counter == 8'D48)	begin
				Data_Reg[2] = Rx;
			end
			else if(Counter == 8'D64)	begin
				Data_Reg[3] = Rx;
			end
			else if(Counter == 8'D80)	begin
				Data_Reg[4] = Rx;
			end
			else if(Counter == 8'D96)	begin
				Data_Reg[5] = Rx;
			end
			else if(Counter == 8'D112)	begin
				Data_Reg[6] = Rx;
			end
			else if(Counter == 8'D128)	begin
				Data_Reg[7] = Rx;
			end
			else if(Counter == 8'D144)	begin				
				if(Rx_Length == 8)	begin						 
					if(Rx == 1'B1)	begin								 
						StopBit_Error = 1'B0;							 
						Receive_Complete = 1'B1;						 
						Counter_EN = 1'B0;								 
						Digtal_DATA_Reg[7:0] = Data_Reg[7:0];			 
					end
					else	begin											 
						StopBit_Error = 1'B1;							 
						Counter_EN = 1'B0;								 
					end
				end
				else if(Rx_Length == 9)	begin				 
					StopBit_Error = 1'B0;						 
				end
				else 	begin										 
					StopBit_Error = 1'B0;
				end
			end
			else if(Counter == 8'D160)	begin				 
				if(Rx_Length == 9)	begin						 
					if(Rx == 1'B1)	begin								 
						StopBit_Error = 1'B0;							 
						Receive_Complete = 1'B1;						 
						Counter_EN = 1'B0;								 
						Digtal_DATA_Reg[7:0] = Data_Reg[7:0];		 
					end
					else	begin											 
						StopBit_Error = 1'B1;							 
						Counter_EN = 1'B0;								 
					end
				end
				else	begin										 
					StopBit_Error = 1'B0;
				end
			end
			else	begin									 
				Counter_EN = Counter_EN;
			end
		end
	end
	assign RD = Receive_Complete;
	assign Data[7:0] = (RD == 1'B1) ? Digtal_DATA_Reg[7:0] : 8'HZZ;
endmodule
==> design/flow/run.sh <==
#!/bin/bash
# OpenROAD 26Q1-2900-gdf79404cd8, Yosys 0.63+post, stock flow scripts
make -C /OpenROAD-flow-scripts/flow DESIGN_CONFIG=/design/flow/config.mk WORK_HOME=/design/flow/orfs finish
==> design/flow/config.mk <==
export PLATFORM = sky130hd
export DESIGN_NAME = Digtal_Rx
export DESIGN_NICKNAME = Digtal_Rx
export VERILOG_FILES = /design/flow/design.v
export SDC_FILE = /design/flow/constraint.sdc
export NUM_CORES = 4
export LEC_CHECK = 1
export CORE_AREA = 10 10 93 93
export DIE_AREA = 0 0 103 103
==> design/flow/constraint.sdc <==
current_design Digtal_Rx

set clk_period 4.3
set clk_io_pct 0.2

create_clock -name clk0 -period $clk_period [get_ports {Baud16X}]

set non_clock_inputs [all_inputs -no_clocks]
set_input_delay [expr $clk_period * $clk_io_pct] -clock clk0 $non_clock_inputs
set_output_delay [expr $clk_period * $clk_io_pct] -clock clk0 [all_outputs]
==> run_results.csv <==
group,metric,value,unit
status,run_status,"completed",
synthesis,syn-instance-count,92,
global_routing,overflow_left_after_global_routing,0,
setup_path,worstSetupEndpointType,"flop",
global_routing,via_count_of_the_first_global_routing_pass,682,
setup_path,critical_path_startpoint_category,"input port",
setup_path,timing.setup.critical_path_class,"in -> reg",
route,drc,0,
synthesis,commonest_register_cell_after_synthesis,"sky130_fd_sc_hd__edfxtp_1",
timing,relSlewSlack,48.6,%
synthesis,synth-seq-cells,34,
cts,cts-htree-levels,2,
synthesis,ys_sh_mux,0,%
floorplanning,core.rowCount,30,
floorplanning,design.die.area,0.0106,mm²
synthesis,synth_warnings,2,
synthesis,synth_simple_gate_area_share,17.8,%
synthesis,enable_flop_cells,17,
synthesis,yosys-stat-area,0.00123,mm²
cts,number_of_hold_buffers_added_after_cts,0,
power,power.density_cell_area,408,mW/mm²
placement,dpl-instance-area,0.00141,mm²
cts,post_cts.resized_instances,0,
synthesis,postSynthAreaPerCell,13.4,µm²
global_routing,grt_first_pass_wirelength,3040,µm
timing,fin_crit_sh,54.1,%
job,drv.max_cap_violation_count,0,
cts,clock.latency.late_pin,280,ps
timing,setup_repair_after_global_routing_missed_its_margin,"no",
route,via_per_inst,3.80,
cts,clock_path_buffers,2,
placement,detailed_place_hpwl,1290,µm
final_layout,stdcell_area,0.00150,mm²
final_layout,fillers,707,
cts,clk_pin_slew_worst_paths,60,ps
cts,tritoncts_clock_tree,"yes",
setup_path,path_max_fanout,10,
route,avgRoutedWirePerCell,9.73,µm
route,drt-pass1-iter-count,4,
floorplanning,core,0.00676,mm²
timing,highest_achievable_clock_rate,0.430,GHz
floorplanning,die_height,103,µm
route,antennaDiodeCount,0,
job,warning_count,27,
cts,root_buffer_cell,"sky130_fd_sc_hd__clkbuf_8",
global_routing,global_route.usage.total,3.59,%
synthesis,post-synth-top-area-fraction,41.5,%
synthesis,area_fraction_in_compound_gates,5.18,%
final_layout,drive_gt1_share,10.4,%
synthesis,synth.comb.largest_family,"simple AND/OR/NAND/NOR gates",
power,max-vdd-ir-drop,0.114,mV
timing,timing.final.max_slew_violations,0,
route,ant_nets,0,
route,via_count,706,
route,detailedRoute.firstIterationViolations,30,
timing,finalClockSkew,3.54,ps
timing,min_period,2330,ps
synthesis,synth.yosys.num_cells,92,
setup_path,critical_path_arrival,2240,ps
floorplanning,die_x,103,µm
timing,setup-violations-final,0,
synthesis,cell_area_synth,0.00123,mm²
power,static-leakage-power,0.479,nW
timing,finalSetupTns,0,ps
global_routing,grt_antenna_before_repair,0,
floorplanning,floorplan_stage_core_utilization,18.2,%
synthesis,yosys.area_share.adder,3.05,%
min_path,min_path_type,"reg -> reg",
final_layout,syn_to_layout_area_delta,22.2,%
cts,numCtsBuffers,5,
timing,worst_tran_pin_value,772,ps
route,route.final.wire_length,1810,µm
cts,cts_post_setup_buffers_inserted,0,
synthesis,synthTopCellsByArea,"sky130_fd_sc_hd__edfxtp_1, sky130_fd_sc_hd__dfxtp_1, sky130_fd_sc_hd__nor4_1",
floorplanning,ioPinCount,11,
final_layout,layout_top_cells_excl_fill_tap,"sky130_fd_sc_hd__dfxtp_1, sky130_fd_sc_hd__edfxtp_1, sky130_fd_sc_hd__clkdlybuf4s50_1, sky130_fd_sc_hd__nor4_1, sky130_fd_sc_hd__clkbuf_8",
placement,gp_routability_congestion,0.779,
synthesis,ys_types,28,
cts,cts_sinks,34,
global_routing,grt_start_max_net_pins,12,
synthesis,synth_seq_share,69.1,%
timing,timing.final.hold_violations,0,
synthesis,synthXorXnorAreaFrac,2.13,%
placement,placement.io_buffers,10,
synthesis,async_reset_ff_share,0,%
synthesis,yosysTopAreaCell,"sky130_fd_sc_hd__edfxtp_1",
setup_path,worst-endpoint-required,4220,ps
-- synth_stat cells (all sizes together) (2+ instances only) --
| cell | n |
|---|---|
| dfxtp | 17 |
| edfxtp | 17 |
| nor4 | 9 |
| and2 | 4 |
| nand2b | 4 |
| clkbuf | 3 |
| ha | 3 |
| inv | 3 |
| nand2 | 3 |
| nand3 | 3 |
| nor2 | 3 |
| or3 | 3 |
| a21boi | 2 |
| a21oi | 2 |
| nand4 | 2 |
| o21ai | 2 |
| or4 | 2 |
| xnor2 | 2 |
-- cell families after synthesis --
logic type / after synthesis
simple gates: 36
flops: 34
compound gates: 9
buf+inv: 7
xor+xnor: 3
fa+ha+maj: 3
-- final timing paths --
check	depth (start not counted)	endpoint	slack, ps	from
setup / recovery	3	Digtal_DATA_Reg[4]	1970	Rx
hold / removal	0	StartBit_Detection[6]	350	StartBit_Detection[5]
setup reg to reg	5	Digtal_DATA_Reg[4]	2290	Counter[0]
hold reg to reg	0	StartBit_Detection[6]	350	StartBit_Detection[5]
-- metal layers --
metal | share of wire [%] | global-route usage, %
met5 | 0 | 0
met4 | 0 | 0.535
met2 | 42 | 5.22
met1 | 50 | 4.65
met3 | 8.0 | 2.10
-- metrics by stage --
stage | cells | util [%] | worst slack, ps | total power, W | hold slack (ps)
global placement | 178 | 20.9 | 1780 | 0.000383 | 333
finish | 186 | 22.3 | 1970 | 0.000614 | 351
floorplan | 92 | - | 2540 | 0.000376 | 331
global route | 186 | 22.3 | 1870 | 0.000640 | 360
CTS | 186 | 22.3 | 1930 | 0.000620 | 353
detailed placement | 178 | 20.9 | 1640 | 0.000384 | 342
-- where the power goes --
part / internal, W / leakage [nW] / switching, W
Sequential: 0.000346 / 0.293 / 0.00000765
Combinational: 0.0000103 / 0.139 / 0.0000120
Clock: 0.000128 / 0.0472 / 0.000109
Total: 0.000485 / 0.479 / 0.000128
-- worst max-delay path: stages --
cell and delay [ps]:
sky130_fd_sc_hd__clkdlybuf4s50_1 650, sky130_fd_sc_hd__nand4_1 210, sky130_fd_sc_hd__nor2_1 520
-- flip-flops by register name, indices dropped and copies added, names as in the netlist --
register / count
Receive_Complete: 1
Digtal_DATA_Reg: 8
Data_Reg: 8
Counter: 8
StartBit_Detection: 8
Counter_EN: 1
-- cell type report --
type,count,area [µm²],share of cell area (%)
inverters,3,11.3,0.749
repair buffers,10,100,6.66
multi-input cells,51,347,23.0
clock inverters,2,12.5,0.832
clock buffers,6,82.6,5.49
well taps,80,100,6.66
flip-flops and latches,34,851,56.6
Power figures rest on the tool's default switching activity, not on a simulated workload.
